==> design.v <==
module core (
    input [31:0] data_in,
    input rst,
    input clk,
    output wire [31:0] addr,
    output wire [31:0] data_out,
    output wire mem_ren,
    output wire mem_wen
);
wire fetch;
wire decode;
wire execute;
reg [2:0] state;
reg [2:0] next_state;
wire [31:0] fetch_ir, fetch_pc;
wire [4:0] r1_addr, r2_addr, rd1_addr, rd2_addr, decode_rd;
wire [31:0] r1_data, r2_data, rd1_data, rd2_data, decode_op1, decode_op2, exec_pc;
wire [12:0] decode_offset;
wire [6:0] decode_opcode, decode_funct7;
wire [2:0] decode_funct3;
wire exec_pc_set;
assign fetch = state == 3'b001;
assign decode = state == 3'b010;
assign execute = state == 3'b011;
assign mem_ren = fetch;
assign mem_wen = 1'b0;
assign data_out = 0;
always @ (posedge clk, posedge rst)
    if (rst) state <= 3'b000;
    else if (clk) state <= next_state;
always @ (*)
    case (state)
    3'b001: next_state <= 3'b010;
    3'b010: next_state <= 3'b011;
    3'b011: next_state <= 3'b001;
    default: next_state <= 3'b001;
    endcase
registers registers (
    .rst(rst),
    .clk(clk),
    .r1_addr(r1_addr),
    .r2_addr(r2_addr),
    .rd1_addr(rd1_addr),
    .rd2_addr(rd2_addr),
    .rd1_data(rd1_data),
    .rd2_data(rd2_data),
    .r1_data(r1_data),
    .r2_data(r2_data)
);
instr_fetch instr_fetch (
    .clk(fetch),
    .rst(rst),
    .pc_set(exec_pc_set),
    .pc_data(exec_pc),
    .mem_data(data_in),
    .mem_addr(addr),
    .ir(fetch_ir),
    .pc(fetch_pc)
);
instr_decode instr_decode (
    .clk(decode),
    .rst(rst),
    .ir_in(fetch_ir),
    .r1_data(r1_data),
    .r2_data(r2_data),
    .r1_addr(r1_addr),
    .r2_addr(r2_addr),
    .rd(decode_rd),
    .op1(decode_op1),
    .op2(decode_op2),
    .offset(decode_offset),
    .opcode(decode_opcode),
    .funct3(decode_funct3),
    .funct7(decode_funct7)
);
instr_exec instr_exec (
    .clk(execute),
    .rst(rst),
    .opcode(decode_opcode),
    .funct3(decode_funct3),
    .funct7(decode_funct7),
    .op1(decode_op1),
    .op2(decode_op2),
    .offset(decode_offset),
    .pc(fetch_pc),
    .rd(decode_rd),
    .reg_addr(rd1_addr),
    .reg_data(rd1_data),
    .pc_data(exec_pc),
    .pc_set(exec_pc_set)
);
endmodule
module instr_decode(
    input rst,
    input clk,
    input [31:0] ir_in,
    input [31:0] r1_data,
    input [31:0] r2_data,
    output reg [4:0] r1_addr,
    output reg [4:0] r2_addr,
    output wire [4:0] rd,
    output reg [31:0] op1,
    output reg [31:0] op2,
    output reg [12:0] offset,
    output wire [6:0] opcode,
    output wire [2:0] funct3,
    output wire [6:0] funct7
);
reg [31:0] ir;
wire rs1, rs2;
assign opcode = ir[6:0];
assign rs1 = ir[19:15];
assign rs2 = ir[24:20];
assign rd = ir[11:7];
assign funct3 = ir[14:12];
assign funct7 = ir[31:25];
always @ (posedge clk, posedge rst)
if (rst) ir <= 0;
else if (clk) ir <= ir_in;
always @ (*)
begin
    case (opcode)
    0: begin
        op1 <= 0;
        op2 <= 0;
        offset <= 0;
    end
    7'b0110011: begin
        r1_addr <= rs1;
        op1 <= r1_data;
        r2_addr <= rs2;
        op2 <= r2_data;
    end
    7'b0010011: begin
        r1_addr <= rs1;
        op1 <= r1_data;
        if (funct3 == 3'b001 || funct3 == 3'b101)
            op2 <= ir[24:20];
        else
            op2 <= { {20{ir[31]}}, ir[31:20] };
    end
    7'b1100011: begin
        r1_addr <= rs1;
        op1 <= r1_data;
        r2_addr <= rs2;
        op2 <= r2_data;
        offset <= { {20{ir[31]}}, ir[11], ir[30:25], ir[11:8], 1'b0 };
    end
    endcase
end
endmodule
module instr_exec(
    input clk,
    input rst,
    input [6:0] opcode,
    input [2:0] funct3,
    input [6:0] funct7,
    input [31:0] op1,
    input [31:0] op2,
    input [12:0] offset,
    input [31:0] pc,
    input [4:0] rd,
    output reg [4:0] reg_addr,
    output reg [31:0] reg_data,
    output reg [31:0] mem_addr,
    output reg mem_ren,
    output reg mem_wen,
    output reg [31:0] pc_data,
    output reg pc_set
);
always @ (posedge clk, posedge rst)
if (rst) begin
    reg_addr <= 0;
    pc_set <= 0;
end
else if (clk) begin
    case (opcode)
    0: begin
        mem_wen <= 0;
        mem_ren <= 0;
        reg_addr <= 0;
        pc_set <= 0;
    end
    7'b0110011, 7'b0010011: begin
        reg_addr <= rd;
        pc_set <= 0;
        case (funct3)
        3'b000:
            if (!funct7) reg_data <= op1 + op2;  
            else reg_data <= op1 + ~op2 + 1'b1;  
        3'b001: reg_data <= op1 << op2[4:0];
        3'b010: reg_data <= ($signed(op1) < $signed(op2)) ? 1 : 0;
        3'b011: reg_data <= (op1 < op2) ? 1 : 0;
        3'b100: reg_data <= op1 ^ op2;
        3'b101:
            if (!funct7) reg_data <= op1 >> op2[4:0];  
            else reg_data <= op1 >>> op2[4:0];  
        3'b110: reg_data <= op1 | op2;
        3'b111: reg_data <= op1 & op2;
        endcase
    end
    7'b1100011: begin
        reg_addr <= 0;
        pc_data <= pc + { {19{offset[12]}}, offset[12:0] };
        case (funct3)
        3'b000: pc_set <= op1 == op2;
        3'b001: pc_set <= op1 != op2;
        3'b100: pc_set <= $signed(op1) < $signed(op2);
        3'b101: pc_set <= $signed(op2) >= $signed(op2);
        3'b110: pc_set <= op1 < op2;
        3'b111: pc_set <= op1 >= op2;
        default: pc_set <= 0;
        endcase
    end
    endcase
end
endmodule
module instr_fetch(
    input rst,
    input clk,
    input pc_set,
    input [31:0] pc_data,
    input [31:0] mem_data,
    output reg [31:0] mem_addr,
    output wire [31:0] ir,
    output reg [31:0] pc
);
assign ir = mem_data;
always @ (posedge clk, posedge rst)
begin
    if (rst) pc = 0;
    else if (clk)
    begin
        if (pc_set)
        begin
            mem_addr <= pc_data;
            pc <= pc_data + 4;
        end
        else
        begin
            mem_addr <= pc;
            pc <= pc + 4;
        end
    end
end
endmodule
module registers (
    input rst,
    input clk,
    input [4:0] r1_addr,
    input [4:0] r2_addr,
    input [4:0] rd1_addr,  
    input [4:0] rd2_addr,  
    input [31:0] rd1_data,
    input [31:0] rd2_data,
    output reg [31:0]  r1_data,
    output reg [31:0]  r2_data
);
reg [31:0] r [0:31];
always @ (r1_addr, rd2_addr, rd2_data, rd1_addr, rd1_data)
    if (r1_addr == 0) r1_data <= 0;
    else if (r1_addr == rd2_addr) r1_data <= rd2_data;
    else if (r1_addr == rd1_addr) r1_data <= rd1_data;
    else r1_data <= r[r1_addr];
always @ (r2_addr, rd2_addr, rd2_data, rd1_addr, rd1_data)
    if (r2_addr == 0) r2_data <= 0;
    else if (r2_addr == rd2_addr) r2_data <= rd2_data;
    else if (r2_addr == rd1_addr) r2_data <= rd1_data;
    else r2_data <= r[r2_addr];
reg [6:0] i;
always @ (posedge clk, posedge rst)
if (rst)
    for (i = 0; i < 32; i++) r[i] <= 0;
else if (clk) begin
    if (rd1_addr) r[rd1_addr] <= rd1_data;
    if (rd2_addr) r[rd2_addr] <= rd2_data;
end
endmodule
==> run.sh <==
#!/bin/bash
# OpenROAD 26Q1-2900-gdf79404cd8, Yosys 0.63+post, stock flow scripts
make -C /OpenROAD-flow-scripts/flow DESIGN_CONFIG=/design/flow/config.mk WORK_HOME=/design/flow/orfs finish
==> config.mk <==
export PLATFORM = sky130hd
export DESIGN_NAME = core
export DESIGN_NICKNAME = core
export VERILOG_FILES = /design/flow/design.v
export SDC_FILE = /design/flow/constraint.sdc
export NUM_CORES = 4
export LEC_CHECK = 1
export CORE_UTILIZATION = 30
==> constraint.sdc <==
current_design core

set clk_period 1.6
set clk_io_pct 0.2

create_clock -name clk0 -period $clk_period [get_ports {clk}]

set non_clock_inputs [all_inputs -no_clocks]
set_input_delay [expr $clk_period * $clk_io_pct] -clock clk0 $non_clock_inputs
set_output_delay [expr $clk_period * $clk_io_pct] -clock clk0 [all_outputs]
==> notes.md <==
Notes on the physical implementation.

- The flow ran to the end, and the final reports show no timing, DRC or antenna violations.
- The length in cells of the worst reg-to-reg path is 1, for reference.
- STA lists the maximum fanout along the critical path as 2.
- After global routing the overflow that remains totals 0.
- The count of hold-fix buffers inserted at cts is 0, for reference.
- The worst hold-check path type is in -> async, for reference.
- As reported, the later end of the worst-skew pair has a clock insertion delay of ~0.30 ns.
- met2 is the most crowded layer.
- Along the critical path, the tally of buffer and inverter instances is 1.
- According to the floorplan log, the row count is roughly 91.
- The antenna diode count is 0, for reference.
- The chip occupies roughly 63,000 um2.
- Entering global routing, the biggest net connects about 84 pins.
- Counting flops with a built-in enable in the synthesized netlist gives about 96.
- The launch point of the critical path was reported as state[2].
- Post-synthesis, Yosys gives the total cell area as between 15,000 and 20,000 um2.
- The cell area power density is 112 nW/um2, for reference.
- Detailed-route iteration 0 reported a violation count of around 1,300.
- The number of pins exceeding their max-slew limit in the final report is 0, for reference.
- VDD sags by at most 0.295 mV.
- Traced cell by cell, the critical path runs through clkdlybuf4s50_1.
- The kind of cell with the highest combined delay along the critical path is buffers and inverters.
- Per the Yosys statistics, synthesis produced roughly 2,100 cells.
- CTS added clock buffers totalling 5.
- The core region is slightly above 60,000 um2.
- met1 track demand over resource after global routing is between 20% and 30%.
- STA lists the endpoint of the worst register-to-register path as state[1].
- The placed wire-length estimate after detailed placement is ~47 mm, for reference.
- The remaining number of nets flagged by the antenna check after routing is 0, for reference.
- The count of instances resized after the clock tree is built is 0, for reference.
- The design draws between 0.002 and 0.0025 W.
- The overall via count from detail_route is 15,800, for reference.
- According to the timing report, the data required time at the worst endpoint equals between 1 and 1.5 ns.
- The final report lists the setup-violating endpoint count as 0.
- The endpoint kind of the worst setup timing path is a primary output, for reference.
- The part of the cycle the worst path needs is 92.7%, for reference.
- The final timing report lists clock skew as 0.0000698 ns.
- The share of total power dissipated in sequential elements is between 40 and 50%.
- The actual transition at the worst max-transition pin is between 0.9 and 1 ns, for reference.
- Global routing used 19.7% of the available tracks across all layers.
- The flop and latch count out of synthesis is between 200 and 300, for reference.
- The number of iterations in the first detailed-routing pass is 9, for reference.
- Per the detail_route report, routed wire per instance is approximately 21 um.
- RePlAce ended its routability-driven mode at a weighted congestion of about 1.0.
- In the synthesized netlist the async set-or-reset flop fraction comes to a little under two fifths.
- The critical path in this run is classified as reg -> out.
- The layout filler cell count is roughly 6,300, for reference.
- The number of I/O port buffers is 62, for reference.
- The DRC violations left is 0, for reference.
- In this run the number of cells on the critical path is 1.
- The max-capacitance violation count is 0, for reference.
- The area growth from synthesis to layout is 8.46%, for reference.
- The total I/O pin count is 100, for reference.
- CTS placed an instance of sky130_fd_sc_hd__clkbuf_16 at the clock tree root.
- The critical-path cell with the highest stage delay is sky130_fd_sc_hd__clkdlybuf4s50_1, for reference.
- The utilization of the core after routing is between 30% and 40%, for reference.
- The post-synthesis instance total is 2,082, for reference.
- The part of the total power dissipated in combinational logic is under 10%, for reference.
- In the power breakdown, the internal column shows between 0.0015 and 0.002 W.
- For this run, the slowest stage of the critical path takes around 0.47 ns.
- The TritonCTS clock tree is yes, for reference.
- The worst relative slew slack is 38.1%, for reference.
- The yosys synthesis warning count is around 43, for reference.
- The flow reports that the clock network draws between 50% and 60% of the design power.
- The count of tool warnings is around 95, for reference.
- The hold violation total from the final report is 0, for reference.
- The ratio of routed vias to standard cells is about 5.4, for reference.
- Leaving out fill and tap cells, the most frequent cells in the layout are sky130_fd_sc_hd__o21ai_0 (182), sky130_fd_sc_hd__nand2_1 (154), sky130_fd_sc_hd__a21oi_1 (148), sky130_fd_sc_hd__inv_1 (138), sky130_fd_sc_hd__nor2_1 (138).
- The total setup buffers inserted after CTS is 0, for reference.
- Per STA, the endpoint of the critical path is mem_ren.
- The timer found about 240 register pins that no clock reaches; their paths are not timed.
- The source of the worst register-to-register timing path is state[2], for reference.
- Post-synth the commonest register cell is sky130_fd_sc_hd__dfrtp_1.
- The number of global-route vias before repair is 15,500, for reference.
- Measured along the y axis, the die boundary spans approximately 250 um.
- The timing report gives the worst reg2reg path a setup slack of 0.53 ns.
- The final routed wirelength across all metal layers is between 60 and 70 mm, for reference.
- The initial core utilization is 30.3%, for reference.
- The longest clock path from root to sink contains 2 buffers.
- The per-instance average area after synthesis is slightly below 9 um2, for reference.
- The overall die width is around 250 um, for reference.
- The switching power of the nets is around 0.00052 W, for reference.
- The commonest non-fill, non-tap cell in the layout is sky130_fd_sc_hd__o21ai_0, for reference.
- The H-tree generated during clock tree synthesis spans 2 levels.
- The post-layout minimum cycle time is 1.48 ns, for reference.
- The layout summary lists the proportion of cells stronger than drive strength 1 as about 7%.
- Summed over all cells, the static leakage comes to slightly above 8 nW.
- The number of antenna violations at the first check in global routing came to 1.
- On the reported timing paths, the clock transition at the registers reads ~0.060 ns.
- The synthesized netlist occupies a cell area of between 15,000 and 20,000 um2.
- Static timing analysis puts the maximum clock frequency at around 0.67 GHz.
- The number of unconstrained endpoints is around 370, for reference.
- For this run, global-route usage on met2 was measured as approximately 30%.
- The arrival time at the worst endpoint is between 1 and 1.5 ns, for reference.
- The met3 track utilization from global routing is 3.74%, for reference.
- Setup repair after global routing left no endpoint under its margin.
- The global-route wire length before repair is about 93 mm, for reference.
- Per the breakdown, switching nets consume 23.1% of all power.
- The worst setup path is launched from a register.
- Counting distinct cell types in the post-synthesis netlist gives 83.
state kept, by name, indices dropped and copies added (netlist names), 28 cells and up:
register,flops
instr_decode.ir,28
instr_decode.op1,32
instr_decode.op2,32
instr_exec.pc_data,32
instr_exec.reg_data,32
instr_fetch.mem_addr,32
instr_fetch.pc,32
registers.r,32
worst min-delay path by stage:
stage	end	slack [ns]
after CTS	state[1]	0.35
after global routing	state[1]	0.35
final	state[1]	0.35
synthesized netlist by cell type (6+ instances only):
library cell                instances  area [um2]
sky130_fd_sc_hd__a32o_1             6        60.1
sky130_fd_sc_hd__xor2_1            18         158
sky130_fd_sc_hd__and2_1             8        50.1
sky130_fd_sc_hd__ha_1             128        1600
sky130_fd_sc_hd__a22oi_1           14         105
sky130_fd_sc_hd__o22ai_1           18         113
sky130_fd_sc_hd__mux2i_1          125        1250
sky130_fd_sc_hd__or3_1             21         131
sky130_fd_sc_hd__buf_2             11        55.1
sky130_fd_sc_hd__o221ai_1          13         114
sky130_fd_sc_hd__o211ai_1          24         180
sky130_fd_sc_hd__o31ai_1            6        45.0
sky130_fd_sc_hd__o21bai_1          18         135
sky130_fd_sc_hd__mux4_2            16         360
sky130_fd_sc_hd__xnor2_1           66         578
sky130_fd_sc_hd__nand2_1          155         582
sky130_fd_sc_hd__nor3_1            29         145
sky130_fd_sc_hd__nand2b_1          24         150
sky130_fd_sc_hd__nor2_1           139         522
sky130_fd_sc_hd__nand3_1           31         155
sky130_fd_sc_hd__a2111oi_0          8        70.1
sky130_fd_sc_hd__a221oi_1           6        52.6
sky130_fd_sc_hd__buf_4             33         248
sky130_fd_sc_hd__a211oi_1          19         143
sky130_fd_sc_hd__o21ai_0          182         911
sky130_fd_sc_hd__inv_1            139         522
sky130_fd_sc_hd__a21oi_1          148         741
sky130_fd_sc_hd__and3_1            53         332
sky130_fd_sc_hd__dlxtn_1           77        1160
sky130_fd_sc_hd__a22o_1             6        52.6
sky130_fd_sc_hd__mux2_2            50         563
sky130_fd_sc_hd__a21o_1            29         218
sky130_fd_sc_hd__nor2b_1           23         144
sky130_fd_sc_hd__a222oi_1          16         160
sky130_fd_sc_hd__nand4_1            8        50.1
sky130_fd_sc_hd__o21ai_1            7        35.0
sky130_fd_sc_hd__buf_1             19        71.3
sky130_fd_sc_hd__dfrtp_1          101        2530
sky130_fd_sc_hd__edfxtp_1          96        2880
sky130_fd_sc_hd__clkbuf_1          86         323
sky130_fd_sc_hd__nor4_1            17         106
sky130_fd_sc_hd__o21a_1             7        52.6
per-layer routing:
metal / routed length (um) / vias up / share of wire (%)
met1: 27500 / 7731 / 45
met5: 0 / - / 0
met3: 4560 / 79 / 7.5
met2: 26800 / 564 / 44
met4: 1790 / 0 / 3.0
li1: - / 7428 / -
logic make-up after synthesis:
group / synth area share [%]
AOI/OAI and AO/OA: 19.8
and+or+nand+nor: 13.6
buffers and inverters: 6.68
DFF: 29.2
muxes: 11.7
adders and majority gates: 8.91
xor gates and xnor gates: 3.95
latches: 6.22
other: 0.0201
final cells by class:
| cell class | count | area, um2 | area share, % |
|---|---|---|---|
| well taps | 837 | 1050 | 5.18 |
| clock inverters | 3 | 42.5 | 0.210 |
| clock buffers | 5 | 125 | 0.619 |
| repair buffers | 100 | 918 | 4.54 |
| multi-input cells | 1547 | 10900 | 54.1 |
| flip-flops and latches | 275 | 6600 | 32.6 |
| inverters | 143 | 541 | 2.67 |
through the flow:
stage	setup TNS [ns]	cell area (um2)	hold WS [ns]	std cells	worst slack [ns]
floorplan	-12.69	18800	0.490	2115	-0.363
global placement	0	20100	0.478	2902	0.429
global route	0	20200	0.350	2910	0.0739
detailed placement	0	20100	0.463	2902	0.427
finish	0	20200	0.347	2910	0.117
CTS	0	20200	0.347	2910	0.0979
power by group through the flow:
stage / clock network (W) / logic, W / registers [W]
finish: 0.00116 / 0.000168 / 0.000934
global route: 0.00123 / 0.000191 / 0.000934
CTS: 0.00119 / 0.000176 / 0.000934
Power figures rest on the tool's default switching activity, not on a simulated workload.
